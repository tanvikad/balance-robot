## ./config.mk

```make
export PLATFORM = sky130hd
export DESIGN_NAME = pwm_spi
export DESIGN_NICKNAME = pwm_spi
export VERILOG_FILES = /design/flow/design.v
export SDC_FILE = /design/flow/constraint.sdc
export NUM_CORES = 4
export LEC_CHECK = 1
export CORE_UTILIZATION = 30
```

## ./constraint.sdc

```tcl
current_design pwm_spi

set clk_period 1.7
set clk_io_pct 0.2

create_clock -name clk0 -period $clk_period [get_ports {clk}]
create_clock -name clk1 -period $clk_period [get_ports {sck}]

set non_clock_inputs [all_inputs -no_clocks]
set_input_delay [expr $clk_period * $clk_io_pct] -clock clk0 $non_clock_inputs
set_output_delay [expr $clk_period * $clk_io_pct] -clock clk0 [all_outputs]
```

## ./design.v

```verilog
module motor_controller(
	input logic reset,
	input logic load,
	input logic clk,
	input logic motor1_sign,
	input logic[6:0] motor1_upperlimit,
	input logic motor2_sign,
	input logic[6:0] motor2_upperlimit,
	output logic enable12,
	output logic enable34,
	output logic a1,
	output logic a2,
	output logic a3,
	output logic a4,
	output logic debug_light
);
	logic [6:0] counter;
	parameter [6:0] upper_limit = 7'd100;
	logic [6:0] old_motor1_upperlimit;
	logic [6:0] old_motor2_upperlimit;
	always_ff @(posedge clk)
		begin
			if(reset == 1'b1)
				begin
					enable12 <= 1'b0;
					enable34 <= 1'b0;
				end
			else
				begin
						begin
							old_motor1_upperlimit <= motor1_upperlimit;
							old_motor2_upperlimit <= motor2_upperlimit;
						end
					debug_light <= 1'b0;
					a1<=(motor1_sign);
					a2<=(!motor1_sign);
					a3<=(motor2_sign);
					a4<= (!motor2_sign);
					if(counter < upper_limit) counter <= counter + 1;
					else counter <= 0;
					enable12 <= (counter <= old_motor1_upperlimit);
					enable34 <= (counter <= old_motor2_upperlimit);
				end
		end
endmodule
module spi(input logic sck,
	   input logic load,
       input logic sdi,
	   output logic sdo,
	   output logic [7:0] motor1,
	   output logic [7:0] motor2);
	always_ff @(posedge sck) 
	begin
		if (load == 1'b0)
		begin
				{motor1, motor2} = {motor1[6:0], motor2, sdi};
		end
	end
	assign sdo = 0;
endmodule
module pwm_spi(
	input logic reset,
	input logic sck,
	input logic clk,
	input logic sdi,
	input logic load,
	output logic sdo,
	output logic enable12,
	output logic enable34,
	output logic a1,
	output logic a2,
	output logic a3,
	output logic a4,
	output logic debug_light
);
	logic [7:0] motor1, motor2;
	spi spi_with_mcu(sck, load, sdi, sdo, motor1, motor2);
	motor_controller controller(reset, load, clk, motor1[7], motor1[6:0], motor2[7], motor2[6:0], enable12, enable34, a1, a2, a3, a4, debug_light);
endmodule
module top(
	input logic reset,
	input logic sck,
	input logic sdi,
	input logic load,
	output logic sdo,
	output logic enable12,
	output logic enable34,
	output logic a1,
	output logic a2,
	output logic a3,
	output logic a4,
	output logic debug_light
);
	HSOSC #(.CLKHF_DIV(2'b11))
		hf_osc (.CLKHFPU(1'b1), .CLKHFEN(1'b1), .CLKHF(int_osc));
	logic clk;
	logic[5:0] counter;
	parameter[5:0] limit = 6'd50;
	always_ff@(posedge int_osc)
	begin
		if(counter <= limit) counter <= counter+1;
		else 
			begin
				clk <= !clk;
				counter <= 0;
			end
	end
	pwm_spi spi_unit(reset, sck, clk, sdi, load, sdo, enable12, enable34, a1, a2, a3, a4, debug_light);
endmodule
```

## ./run.sh

```bash
#!/bin/bash
# OpenROAD 26Q1-2900-gdf79404cd8, Yosys 0.63+post, stock flow scripts
make -C /OpenROAD-flow-scripts/flow DESIGN_CONFIG=/design/flow/config.mk WORK_HOME=/design/flow/orfs finish
```

==> flow_summary.toml <==
# implementation run metrics
[synth]
yosys-stat-cells = 118
synth-edff-count = 41
synthArstFlopShare_pct = 0
yosys_warnings = 2
netlist_area_um2 = 1780
flop_cell = "edfxtp_1"
synthesis_stage_register_bit_count = 43
postSynthCellCount = 118
ys_top_cells_by_area = "edfxtp_1, ha_1, inv_1"
synth.yosys.chip_area_um2 = 1780
part_of_the_yosys_area_used_for_sequential_elements_pct = 71.5
top_cells_by_count = "edfxtp_1, inv_1, ha_1, a21oi_1, nand2_1"
yosys.cell_count.top_type = "edfxtp_1"
synth.distinct_cells = 22
synth_area_leader_cell = "edfxtp_1"
yosys.area.top_type_share_pct = 69.2
post_synth.cell_area_avg_um2 = 15.1

[hold_path]
holdPathStages = 0
hold_path.startpoint = "spi_with_mcu.motor1[6]$_DFFE_PN_"
hp-class = "flip-flop to flip-flop"
min_delay_worst_endpoint = "controller.old_motor1_upperlimit[6]$_DFFE_PN_"

[setup_path]
critPathRequiredTime_ns = 1.90
timing.rr.end = "controller.enable12$_SDFF_PP0_"
critical_path.reg2reg.startpoint = "controller.counter[6]$_SDFFCE_PP0N_"
path_class = "flip-flop to flip-flop"
timing.critical_path.to_type = "flip-flop"
arrival_ns = 1.63
timing.reg2reg.worst_path_depth = 4
reg2reg_slack_ns = 0.28
crit_fanout = 5
worst_setup_path_start_kind = "flip-flop"

[routing]
drtIter0Drc = 43
vias_per_cell = 4.57
remaining_antenna_violation_count = 0
detail_route.first_pass.iterations = 4
drt-total-wl_um = 2590
wl_cell_um = 12.4
remaining_drc_errors = 0
detailroute.via_count = 955
diodes = 0

[global_route]
pin_count_of_the_biggest_net_entering_global_routing = 17
groute.usage.overall_pct = 9.28
number_of_antenna_violations_at_the_first_check_in_global_routing = 0
remaining_global_route_overflow = 0
grt_pass1_wl_um = 4210
grt_pass1_vias = 924

[outcome]
status = "finished clean"

[sta]
timing.final.hold_violations = 0
slew_violations = 0
clock-skew-final_ns = 0.00518
setup_total_negative_slack_ns = 0
final_setup_margin_ns = 0.276
hold-worst-slack_ns = 0.434
rsz0062_at_grt = "false"
setup_viol = 0

[die]
fp.dieW_um = 79.0
core.rowCount = 27
io_pins = 13
dieArea_um2 = 6240
core_um2 = 5610
dieHeight_um = 79.0
floorplan.core_util_pct = 31.7

[clock_network]
tritoncts = "built"
cts_sinks = 43
postCtsHoldBufs = 0
cts_setup_buffers = 0
cts_repair_resize_count = 0
cts.clk_slew.worst_paths_ns = 0.09

[power]
post_layout_total_power_w = 0.00217
p_leak_nw = 0.794
vdd.ir_drop.worst_v = 0.000717
p_per_area_nw_per_um2 = 1050

[layout]
final_layout_size_suffix_gt1_share_pct = 8.76
layout.cells.non_filler = 209
areaGrowthSynthToFinish_pct = 15.9

[place]
dp_hpwl_um = 1840
globalplace.congestion = 0.795
number_of_buffers_added_on_ports = 9
dp_worst_setup_slack_ns = 0.242
numPlacedInstances = 201

[run]
cap_violations = 0
openroad_warning_count = 26
==> metal layers <==
layer / wire [um] / part of all wire [%] / up-vias / track usage (%)
met1: 1230 / 47 / 452 / 14.2
met2: 1110 / 43 / 30 / 13.2
li1: - / - / 464 / -
met3: 196 / 7.6 / 9 / 3.85
met4: 62 / 2.4 / 0 / 1.82
met5: 0 / 0 / - / 0
==> cell type report <==
cell class,count,area (um^2)
Fill cell,547,3550
Sequential cell,43,1270
Multi-Input combinational cell,57,432
Timing Repair Buffer,12,113
Tap cell,72,90.1
Clock buffer,6,82.6
Inverter,17,63.8
Clock inverter,2,8.76
==> state kept, by name (all words and copies together), names as in the netlist <==
| signal | cells |
|---|---|
| controller.a1 | 1 |
| controller.a2 | 1 |
| controller.a3 | 1 |
| controller.a4 | 1 |
| controller.counter | 7 |
| controller.enable12 | 1 |
| controller.enable34 | 1 |
| controller.old_motor1_upperlimit | 7 |
| controller.old_motor2_upperlimit | 7 |
| spi_with_mcu.motor1 | 8 |
| spi_with_mcu.motor2 | 8 |
==> power by group <==
group          switching, W  internal [W]
Clock              0.000309      0.000324
Combinational      0.000107      0.000105
Sequential        0.0000673       0.00125
Total              0.000484       0.00168
==> how the worst max path moves through the flow <==
stage	slack [ns]	from	cells past startpoint	end
after CTS	0.27	controller.enable34$_SDFF_PP0_	1	enable34
after global routing	0.17	controller.counter[6]$_SDFFCE_PP0N_	4	controller.enable12$_SDFF_PP0_
final	0.28	controller.counter[6]$_SDFFCE_PP0N_	4	controller.enable12$_SDFF_PP0_
==> through the flow <==
stage / util (%) / cell area (um^2)
2_1_floorplan: - / 1780
3_3_place_gp: 35.1 / 1970
3_5_place_dp: 35.1 / 1970
4_1_cts: 36.7 / 2060
5_1_grt: 36.7 / 2060
6_report: 36.7 / 2060
==> worst max-delay path, stage by stage, from the launching register on <==
cell      delay, ns
edfxtp_1       0.49
ha_1           0.36
a211oi_1       0.25
o21ai_0        0.14
o22ai_1        0.12
==> cells in the final DEF, fill, tap and decap left out <==
master and instances:
a211oi_1 2, a21oi_1 7, buf_4 3, clkbuf_8 6
clkdlybuf4s50_1 9, clkinv_1 1, clkinv_2 1, conb_1 2
dfxtp_1 2, edfxtp_1 41, ha_1 15, inv_1 17
nand2_1 5, nand3_1 2, nand3_2 1, nand3b_1 2
nand4_1 4, nor2_1 4, nor2b_1 1, o21ai_0 3
o22ai_1 2, o311a_2 1, o31ai_1 2, or3_1 1
xnor2_1 1, xor2_1 2
==> logic make-up after synthesis <==
| family | after synthesis | synth area share [%] |
|---|---|---|
| AND-OR/OR-AND | 17 | 5.84 |
| XOR/XNOR | 3 | 1.48 |
| adder cells (fa/ha/maj) | 15 | 10.6 |
| buffers and inverters | 19 | 4.43 |
| flip-flops | 43 | 71.5 |
| other | 1 | 0.211 |
| AND/OR/NAND/NOR | 20 | 5.98 |
Power and IR drop assume default switching activity.
